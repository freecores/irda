<file path="./config.mk">
export PLATFORM = sky130hd
export DESIGN_NAME = uart_debug_if
export DESIGN_NICKNAME = uart_debug_if
export VERILOG_FILES = /design/flow/design.v
export SDC_FILE = /design/flow/constraint.sdc
export NUM_CORES = 4
export LEC_CHECK = 1
export CORE_AREA = 10 10 70 70
export DIE_AREA = 0 0 80 80
</file>
<file path="./constraint.sdc">
current_design uart_debug_if

set clk_period 6.8
set clk_io_pct 0.2

create_clock -name clk0 -period $clk_period

set non_clock_inputs [all_inputs -no_clocks]
set_input_delay [expr $clk_period * $clk_io_pct] -clock clk0 $non_clock_inputs
set_output_delay [expr $clk_period * $clk_io_pct] -clock clk0 [all_outputs]
</file>
<file path="./design.v">
// synopsys translate_off
`timescale 1ns/10ps
// synopsys translate_on
module uart_debug_if ( 
wb_dat32_o, 
wb_adr_i, ier, iir, fcr, mcr, lcr, msr, 
lsr, rf_count, tf_count, tstate, rstate
) ;
input [4-1:0] 		wb_adr_i;
output [31:0] 							wb_dat32_o;
input [3:0] 							ier;
input [3:0] 							iir;
input [1:0] 							fcr;   
input [4:0] 							mcr;
input [7:0] 							lcr;
input [7:0] 							msr;
input [7:0] 							lsr;
input [5-1:0] rf_count;
input [5-1:0] tf_count;
input [2:0] 							tstate;
input [3:0] 							rstate;
wire [4-1:0] 		wb_adr_i;
reg [31:0] 								wb_dat32_o;
always @( fcr or ier or iir or lcr or lsr or mcr or msr
			or rf_count or rstate or tf_count or tstate or wb_adr_i)
	case (wb_adr_i)
		5'b01000: wb_dat32_o = {msr,lcr,iir,ier,lsr};
		5'b01100: wb_dat32_o = {8'b0, fcr,mcr, rf_count, rstate, tf_count, tstate};
		default: wb_dat32_o = 0;
	endcase  
endmodule  
</file>
<file path="./run.sh">
#!/bin/bash
# OpenROAD 26Q1-2900-gdf79404cd8, Yosys 0.63+post, stock flow scripts
make -C /OpenROAD-flow-scripts/flow DESIGN_CONFIG=/design/flow/config.mk WORK_HOME=/design/flow/orfs finish
</file>
==> reports/qor.csv <==
stage,metric,value,unit
run_status,status,completed,
global_routing,grt_pass1_wl,3.86,mm
cells_and_area,flop-count,0,
final_timing,period_used_share,68.0,%
placement,port_buffers,92,
clocking,hold_buffers,0,
detailed_routing,finalWirelength,2.68,mm
final_timing,clock.fmax,0.216,GHz
synthesis,ys_sh_aoi,0,%
synthesis,synth_cell_type_count,8,
detailed_routing,firstDrtPassIters,2,
final_timing,whs,3.64,ns
die,chipArea,0.00640,mm^2
synthesis,ys_area,469,um^2
cells_and_area,n_fill_cell,352,
final_timing,period_needed,4.62,ns
critical_path,end_kind,output port,
critical_path,critPathMaxFanout,24,
synthesis,synthCells,64,
cells_and_area,stdcell_area,0.00140,mm^2
synthesis,logic_family,multiplexers,
cells_and_area,area_growth,198,%
synthesis,synth_top_area_share,51.2,%
cells_and_area,nClkBuffers,0,
clocking,cts_resized,0,
critical_path,worst-path-buf-inv,2,
critical_path,crit_path_cell_trace,"clkdlybuf4s50_1, or3b_1, nor2_1, clkdlybuf4s50_1",
final_timing,final_max_slew_viol_count,0,
synthesis,synthSimpleGateAreaFrac,36.8,%
critical_path,crit_arrival,3.26,ns
critical_path,crit_start,wb_adr_i[1],
job,openroad.warnings,32,
global_routing,antenna_found_initial,0,
global_routing,grt_pass1_vias,785,
die,core.rowCount,21,
critical_path,cp-start-kind,input port,
placement,placed_area,0.00140,mm^2
detailed_routing,wl_per_cell,13.6,um
final_timing,setup-violations-final,0,
die,io_pins,92,
detailed_routing,diodes,0,
final_timing,tns,0,ns
min_path,hold_end,wb_dat32_o[29],
detailed_routing,post_drt_via_cell_ratio,3.72,
synthesis,yosysTopAreaCell,mux2i_1,
synthesis,synth.avg_cell_area,7.33,um^2
synthesis,ys_top_cells_by_area,"mux2i_1 (51%), nor2_1 (19%), and2_1 (11%)",
detailed_routing,ant_nets,0,
synthesis,synth.cellmix.xorXnorShare,0,%
synthesis,mux_area_share,51.2,%
critical_path,crit_type,input port to output port,
final_timing,rsz0062_at_grt,false,
critical_path,critPathSlowestCell,or3b_1,
clocking,cts_setup_buffers,0,
synthesis,synth.cell_area,469,um^2
detailed_routing,drt_iter0_markers,28,
critical_path,required,5.44,ns
synthesis,ys_cells,64,
global_routing,grt_max_degree,26,
final_timing,final-hold-violation-count,0,
critical_path,crit_family,simple AND/OR/NAND/NOR gates,
critical_path,max_stage_delay,0.74,ns
synthesis,common_cells,"mux2i_1 (24), nor2_1 (24), and2_1 (8)",
critical_path,path_common_cell,clkdlybuf4s50_1,
power_and_ir_drop,power.density,43.6,mW/mm^2
detailed_routing,vias,732,
power_and_ir_drop,ir_drop,0.0255,mV
synthesis,fa_ha_area_share,0,%
placement,dpl_worst_slack,2.15,ns
job,max-cap-violations,0,
final_timing,tightestPinTransition,0.790,ns
global_routing,overflow,0,
detailed_routing,drc_errors,0,
min_path,min_from,msr[5],
final_timing,setup_slack,2.18,ns
min_path,whs_path_depth,3,
final_timing,relSlewSlack,47.4,%
cells_and_area,regArea,0,um^2
die,fp.dieH,80,um
die,core,0.00342,mm^2
placement,hpwlAfterDp,2.36,mm
placement,routabilityCongestion,0.711,
die,fp_util,13.7,%
cells_and_area,drive_gt1_share,1.32,%
global_routing,grt_use_total,7.20,%
min_path,min_path_type,input port to output port,
die,die_w,80,um
synthesis,ys_warn_count,2,
synthesis,synth_seq_share,0,%
power_and_ir_drop,p_leak,0.565,nW
## cell families after synthesis
kind of cell	count (synthesis)
and+or+nand+nor	34
muxes	24
buffers and inverters	6
## where the power goes
group	total, W	internal [W]	switching [W]	leakage, nW
sequential	0	0	0	0
clock	0	0	0	0
combinational	0.0000610	0.0000464	0.0000146	0.565
total	0.0000610	0.0000464	0.0000146	0.565
## layer usage
layer	vias up	part of all wire (%)	global-route usage, %
met5	-	0	0
met4	0	0	0
met3	0	10	2.61
met2	42	50	12.8
met1	299	40	8.50
li1	391	-	-
## area by class of cell
type                       count  area, um^2  area share, %
multi-input combinational     58         413           29.5
tap                           46        57.6           4.11
timing repair buffer          93         928           66.4
## worst max-delay path by stage
stage,to,slack [ns],cells after the start
after CTS,wb_dat32_o[6],2.13,4
after global routing,wb_dat32_o[0],2.03,4
final,wb_dat32_o[6],2.18,4
## through the flow
step	power [W]	instances	utilization, %
6_report	0.0000610	197	41.0
5_1_grt	0.0000663	197	41.0
4_1_cts	0.0000620	197	41.0
2_1_floorplan	0.0000178	64	-
3_5_place_dp	0.0000617	197	41.0
3_3_place_gp	0.0000614	197	41.0
## cells in the final DEF, fill, tap and decap left out
master            n
nor2_1           24
mux2i_1          24
and2_1            8
nor4b_4           1
or3b_1            1
clkdlybuf4s50_1  92
buf_4             1
Power and IR drop assume default switching activity.
